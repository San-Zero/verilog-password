==> /design/flow/design.v <==
module seg7out_switch(
	seg7_selected, seg7outvalue, in0, in1, in2, in3, clk, rst
	);
output reg [3:0]seg7_selected,seg7outvalue;
input [3:0]in0,in1,in2,in3;
input clk,rst;
always @(posedge clk or negedge rst)begin
	if(~rst)
		seg7_selected<=4'b0111;
	else
		seg7_selected<={seg7_selected[2:0],seg7_selected[3]};
end	
always @(*)begin
	case(seg7_selected)
		4'b1110:seg7outvalue<=in0;
		4'b1101:seg7outvalue<=in1;
		4'b1011:seg7outvalue<=in2;
		4'b0111:seg7outvalue<=in3;
		default:seg7outvalue<=4'd0;
	endcase
end
endmodule
==> /design/flow/run.sh <==
#!/bin/bash
# OpenROAD 26Q1-2900-gdf79404cd8, Yosys 0.63+post, stock flow scripts
make -C /OpenROAD-flow-scripts/flow DESIGN_CONFIG=/design/flow/config.mk WORK_HOME=/design/flow/orfs finish
==> /design/flow/config.mk <==
export PLATFORM = sky130hd
export DESIGN_NAME = seg7out_switch
export DESIGN_NICKNAME = seg7out_switch
export VERILOG_FILES = /design/flow/design.v
export SDC_FILE = /design/flow/constraint.sdc
export NUM_CORES = 4
export LEC_CHECK = 1
export CORE_AREA = 10 10 70 70
export DIE_AREA = 0 0 80 80
==> /design/flow/constraint.sdc <==
current_design seg7out_switch

set clk_period 1.7
set clk_io_pct 0.2

create_clock -name clk0 -period $clk_period [get_ports {clk}]

set non_clock_inputs [all_inputs -no_clocks]
set_input_delay [expr $clk_period * $clk_io_pct] -clock clk0 $non_clock_inputs
set_output_delay [expr $clk_period * $clk_io_pct] -clock clk0 [all_outputs]
==> results.ini <==
[cts]
clockBufferDepth = 2
clk_latency_ns = 0.24
postCtsHoldBufs = 0
root_buffer = clkbuf_4
clk_pin_slew_ns = 0.04
cts_tree = yes
clkSinkCount = 4
htree_levels = 1
cts_buffers = 3

[place]
io_buffers = 25
finalWeightedCongestion = 0.833
place_ws_ns = -0.209

[grt]
antenna_found_initial = 0
met3_usage = 0.0193
met2_usage = 0.0441
track_usage = 0.0376
grt_start_max_net_pins = 6
grt_pass1_wl_um = 1950
grt_overflow_total = 0
top_usage_layer = met1
grt_pass1_vias = 390
met1_usage = 0.0574

[setup_path]
endpoint = seg7outvalue[3]
r2r-start = seg7_selected[1]
cp-startpoint = seg7_selected[0]
end_kind = output port
worstPathArrival_ns = 1.50
startpoint_type = flop
crit_chain = and2b_2 > buf_4 > a22oi_1 > o21ai_1 > buf_2
rrSetupSlack_ns = 0.87
worstPathRequired_ns = 1.36
crit_type = flop to output port
reg2regPathDepth = 2
critical-path-slowest-cell = dfstp_2
worstPathMaxFanout = 5
max_stage_delay_ns = 0.56
r2r-end = seg7_selected[2]

[floorplanning]
die_x_um = 80
ios = 26
die_area_um2 = 6400
die_h_um = 80
coreArea_um2 = 3420
row_count = 21
initCoreUtil = 0.0681

[sta]
hold_violations = 0
fmax_mhz = 545
worstMarginPinSlew_ns = 0.166
period_used_share = 1.08
slew_viol_final = 0
fin_crit_ns = 1.84
rsz0062_at_grt = true
slew_headroom = 0.889
setup_slack_ns = -0.136
clock_skew_ns = 0.00775
setup_viol = 6

[cells_and_area]
area_growth_pct = 200
largest_register_ffs = 4
top_regs = seg7_selected x4
drive_gt1_frac = 0.508
layout.core_utilization = 0.204
regMostFlops = seg7_selected

[synth]
synthCells = 22
synth-seq-area-share = 0.446
synthTopCellsByArea = dfstp_2 34%, a22oi_1 23%, dfrtp_1 11%
syn_area_um2 = 233
synth.avg_cell_area_um2 = 10.6
synth.yosys.num_cells = 22
post_synth_num_cell_types = 10
top_area_cell = dfstp_2
top_cell_area_share = 0.339
numSynthFlops = 4
yosys_warnings = 1
yosys_area_um2 = 233

[power]
peakVddDrop_mv = 0.249
p_total_mw = 0.269
p_leak_nw = 0.295
power_density_nw_per_um2 = 385

[outcome]
outcome = finished with violations
failed_checks = setup timing

[routing]
vias = 374
dr.pass1.iters = 2
num_antenna_cells = 0
ant_nets = 0
drc = 0
wl_um = 1260
dr.first_iter.drc_count = 3
via_per_inst = 3.37
avgRoutedWirePerCell_um = 11.4

[run]
maxCapViolCount = 0
warnings = 27

[hold_path]
hp-class = input port to asynchronous set/reset pin

[per-stage QoR]
stage / hold slack [ns] / setup TNS [ns] / instances / cell area [um2]
2_1_floorplan: 0.0444 / 0 / 22 / 233
3_3_place_gp: 0.515 / -0.644 / 98 / 578
3_5_place_dp: 0.514 / -0.677 / 98 / 578
4_1_cts: 0.288 / -0.793 / 110 / 676
5_1_grt: 0.301 / -1.05 / 111 / 698
6_report: 0.295 / -0.666 / 111 / 698
[layout by cell type, fill, tap and decap left out, drive strengths merged]
cell           Yosys  routed
clkdlybuf4s50      0      20
o21ai              4       4
and2b              2       2
clkbuf             0       4
buf                0      18
nand4              1       1
a2bb2oi            1       1
dfrtp              1       1
nand2              1       1
and4b              2       2
dlymetal6s2s       0       1
dfstp              3       3
a22oi              7       7
[logic make-up after synthesis]
kind of cell     Yosys count  share of synthesized area
AND/OR/NAND/NOR            6                      0.204
flip-flops                 4                      0.446
AND-OR/OR-AND             12                      0.349
[per-layer routing]
layer / routed length, um / vias up
li1: - / 179
met1: 677 / 170
met2: 402 / 25
met3: 182 / 0
met4: 0 / 0
met5: 0 / -
[Yosys cell counts, drive strengths merged]
library cell,number
a22oi,7
a2bb2oi,1
and2b,2
and4b,2
dfrtp,1
dfstp,3
nand2,1
nand4,1
o21ai,4
[repair_timing]
item,in CTS,in global routing
setup endpoints to repair,7,7
pin swaps,5,1
resized,21,4
buffers inserted,8,1
[report_power, final]
group / leakage [nW] / internal (mW) / switching [mW] / total, mW
combinational: 0.235 / 0.0343 / 0.00907 / 0.0433
clock: 0.0150 / 0.0882 / 0.0412 / 0.129
sequential: 0.0449 / 0.0960 / 0 / 0.0960
[area by class of cell]
class,instances,area (um2)
Timing Repair Buffer,39,353
Tap cell,46,57.6
Fill cell,376,2720
Sequential cell,4,104
Clock buffer,4,26.3
Multi-Input combinational cell,18,158
[worst max-delay path, delay by kind of cell, from the launching register on]
kind	cells	cell delay (ns)
flip-flops	1	0.56
AND/OR/NAND/NOR	1	0.24
AND-OR/OR-AND	2	0.22
buffers and inverters	2	0.25
[how the worst min path moves through the flow]
stage,to
4_1_cts,seg7_selected[3]
5_1_grt,seg7_selected[3]
6_report,seg7_selected[3]
No activity file was given, so power comes from the tool's default toggle rates.
